### run.sh
#!/bin/bash
# OpenROAD 26Q1-2900-gdf79404cd8, Yosys 0.63+post, stock flow scripts
make -C /OpenROAD-flow-scripts/flow DESIGN_CONFIG=/design/flow/config.mk WORK_HOME=/design/flow/orfs finish
### config.mk
export PLATFORM = sky130hd
export DESIGN_NAME = Color
export DESIGN_NICKNAME = Color
export VERILOG_FILES = /design/flow/design.v
export SDC_FILE = /design/flow/constraint.sdc
export NUM_CORES = 4
export LEC_CHECK = 1
export CORE_UTILIZATION = 30
### constraint.sdc
current_design Color

set clk_period 14.1
set clk_io_pct 0.2

create_clock -name clk0 -period $clk_period [get_ports {clk}]

set non_clock_inputs [all_inputs -no_clocks]
set_input_delay [expr $clk_period * $clk_io_pct] -clock clk0 $non_clock_inputs
set_output_delay [expr $clk_period * $clk_io_pct] -clock clk0 [all_outputs]
### design.v
`timescale 1ns / 1ps
module Color(
output s2, s3,
input clk,
input signal,
output reg RED_LED, 
output reg GREEN_LED, 
output reg BLUE_LED, 
output reg WHITE_LED,
output reg [5:0] led,
output reg [1:0] c1, c2 ,c3
    );
   wire [31:0] freq;
   wire done;
   reg reset=0;
   wire [1:0] pos1, pos2, pos3;
   parameter RED_THRESHOLD = 32'd5000;
   parameter BLUE_THRESHOLD=32'd6200;
   parameter GREEN_THRESHOLD=32'd5000;
    FreqCounter freqcount(.clk(clk), .signal(signal), .frequency(freq), .done(done),.reset(rst));
    c_store cstore(
        .clk(clk),
        .RED(RED_LED),
        .GREEN(GREEN_LED),
        .BLUE(BLUE_LED),
        .pos1(pos1),
        .pos2(pos2),
        .pos3(pos3)
    );
   reg[31:0] Red=0;
   reg [31:0] Blue=0;
   reg clear;
   reg [31:0] Green=0;
   reg on;
   reg [1:0] state=0;
     assign s2=state[1];
     assign s3=state[0];
     always @ (posedge done) begin
     case (state)
      2'b01:begin
     Blue=freq;
     end
     2'b00:begin
      Red=freq;
      end
    2'b11: begin
       Green=freq;
       end
     2'b10: begin
      if(Red>Blue & Red > Green & Red>5000) begin
        RED_LED=1; 
        BLUE_LED=0; 
        GREEN_LED=0; 
        WHITE_LED=0;
        end 
        else if (Blue> Red & Blue> Green & Blue>5000) begin
        BLUE_LED=1; 
        RED_LED=0; 
        GREEN_LED=0; 
        WHITE_LED=0;
        end
        else if (Green> Red & Green > Blue & Green>5000) begin
        GREEN_LED=1; 
        RED_LED=0; 
        BLUE_LED=0; 
        WHITE_LED=0;
        end
        else begin
        WHITE_LED=1; 
        RED_LED=0;
         GREEN_LED=0; 
         BLUE_LED=0;
        end  
          end
       endcase
       state=state+1;
      end
    always @ (posedge clk) begin
        led [1:0] <= pos1;
        led [3:2] <= pos2;
        led [5:4] <= pos3;
    end
endmodule
`timescale 1ns / 1ps
module FreqCounter(
	input clk, signal, reset,
	output reg [31:0] frequency,
	output reg done);
	reg[31:0] counter =0;
	reg[31:0] freq_counter=0;
	reg pre_signal;
	reg pre_pre_signal;
	initial begin {frequency, counter,done} = 0; end
	always @ (posedge clk) begin
	if(reset) begin
	frequency = 0;
	counter=0;
	done=0;
	end
	counter=counter+1;
	pre_signal<= signal;
	pre_pre_signal<=pre_signal;
	done=0;
	if(pre_signal != pre_pre_signal) begin
	freq_counter=freq_counter+1;end
	if(counter>=12_500_000) begin
	counter=0;
	frequency=freq_counter;
	freq_counter=0;
	done=1;
	end
	end
endmodule
`timescale 1ns / 1ps
module c_store(
    input clk,
    input RED,
    input GREEN,
    input BLUE,
    output reg [1:0] pos1, pos2, pos3
    );
   reg [1:0] state;
   initial begin
    pos1 = 2'b00;
    pos2 = 2'b00;
    pos3 = 2'b00;
   end
   localparam IDLE = 2'b00;
   localparam R = 2'b01;
   localparam G = 2'b10;
   localparam B = 2'b11;
   always @(posedge clk) begin
    if (RED && pos1 != 2'b01 && pos2 != 2'b01 && pos3 != 2'b01) begin
        state = R;
    end 
    else if (GREEN && pos1 != 2'b10 && pos2 != 2'b10 && pos3 != 2'b10
    ) begin
        state = G;
    end
    else if (BLUE && pos1 != 2'b11 && pos2 != 2'b11 && pos3 != 2'b11
    ) begin
        state = B;
    end
    else if (GREEN && pos1 == 2'b11 && pos2 == 2'b10 && pos3 == 2'b01) begin
        pos1 = 2'b11;
        pos2 = 2'b01;
        pos3 = 2'b10;
    end
    else if (BLUE && pos1 == 2'b11 && pos2 == 2'b10 && pos3 == 2'b01) begin
        pos1 = 2'b10;
        pos2 = 2'b01;
        pos3 = 2'b11;
    end
    else if (BLUE && pos1 == 2'b11 && pos2 == 2'b10 && pos3 == 2'b00) begin
        pos1 = 2'b10;
        pos2 = 2'b11;
    end
    else begin
        state = IDLE;
    end
    case (state)
        R: begin
            if (pos1 == 2'b00) begin       
                pos1 <= 2'b01;
            end
            else if (pos2 == 2'b00) begin  
                pos2 <= 2'b01;
            end
            else if (pos3 == 2'b00) begin                       
                pos3 <= 2'b01;
            end
        end
        G: begin
            if (pos1 == 2'b00) begin       
                pos1 <= 2'b10;
            end
            else if (pos2 == 2'b00) begin  
                pos2 <= 2'b10;
            end
            else if (pos3 == 2'b00) begin                       
                pos3 <= 2'b10;
            end
        end
        B: begin
            if (pos1 == 2'b00) begin       
                pos1 <= 2'b11;
            end
            else if (pos2 == 2'b00) begin  
                pos2 <= 2'b11;
            end
            else if (pos3 == 2'b00) begin                       
                pos3 <= 2'b11;
            end
        end
    endcase
   end
endmodule
==> metrics.cfg <==
[clocking]
clk_path_buf_depth = 2
postCtsSetupRepairBufs = 0
cts_tree = done
htree_levels = 4
root_buffer = clkbuf_16
cts_hold_buf = 0
cts_resized = 0
clock_latency_ns = 0.42
numCtsBuffers = 17
clk_pin_slew_ns = 0.07

[flow_run]
maxCapViolations = 0
warnings = 30

[power]
netSwitchingPower_uw = 162
clock_power_share_pct = 55.1
peakVddDrop_mv = 0.0709
power_density_nw_per_um2 = 65.3
finalPower_uw = 737
p_sw_share_pct = 22.0
seq_power_share_pct = 44.3
p_comb_share_pct = 0.5
p_int_uw = 575
p_leak_uw = 0.00441

[setup_path]
slowest_stage = clkdlybuf4s50_1
cp_cell_sequence = clkdlybuf4s50_1
r2r_slack_ns = 10.51
crit_type = reg2out
crit_family = buffers and inverters
end_kind = primary output
cp_max_fo = 1
critPathBufInv = 1
slowest_delay_ns = 0.44
cp.arrival_ns = 1.17
critical_path_required_ns = 11.28
crit_path_start_kind = register

[global_route]
antenna_found_initial = 0
grt-ovfl-total = 0
top_usage_layer = met2
use_met1_pct = 17.9
grt_pass1_wl_um = 33000
met2_usage_pct = 19.7
grt_pass1_vias = 6681
grtUsageMet3_pct = 4.13
grt_max_degree = 103
grt_util_all_layers_pct = 12.5

[final_layout]
stdcell_area_um2 = 11300
drive_above_1_share_pct = 4.65
area.growth.synth_to_final_pct = 12.3
fill_cells = 3214

[placement]
dp_hpwl_um = 14600
globalplace.congestion = 0.922
portBuffers = 13
place_area_um2 = 10700

[sta]
finClkSkew_ns = 0.0183
min_period_ns = 3.99
tightest_slew_ns = 0.778
unclocked_pins = 102
max_freq_mhz = 251
untimed_endpoints = 208
hold_viol_final = 0
rsz0062_at_grt = false
finalCritPeriodShare_pct = 28.3
maxSlewHeadroom_pct = 46.8
slew_viol_final = 0
finalSetupViolations = 0
fin_setup_tns_ns = 0

[die]
die_h_um = 185
core_um2 = 32800
dieWidth_um = 185
fp_util_pct = 30.7
dieArea_um2 = 34300
rows = 66
ios = 20

[hold_path]
hold_path_class = reg2reg

[logic_synthesis]
synth.yosys.seq_area_share_pct = 52.9
yosys.cell_types.count = 62
syn_area_um2 = 10100
yosysCellCount = 942
flop_cell = dfxtp_1
netlist_instances = 942
synth.avg_cell_area_um2 = 10.7
yosysChipArea_um2 = 10100
yosys-mux-area-fraction_pct = 0.410
synth.comb.largest_family = simple AND/OR/NAND/NOR gates
xor_share_pct = 4.96
async_flop_share_pct = 0
simple_gate_area_share_pct = 16.4
ys_seq_elements = 216
aoi_share_pct = 8.48
fa_ha_area_share_pct = 12.7
synth-edff-count = 100
ys_warn_count = 11

[routing]
routedWlPerCell_um = 13.9
drt_wl_total_um = 19900
post-route-drc-count = 0
diodes = 0
routed-via-count = 6713
ant_nets = 0
firstDrtPassIters = 5
vias_per_cell = 4.69
drt_iter0_drc = 324

[run_status]
status = finished clean

-- logic make-up after synthesis --
kind of cell | after synthesis
XOR/XNOR | 57
multiplexers | 4
flip-flops | 216
other | 1
AND-OR/OR-AND | 130
buffers and inverters | 96
adder cells (fa/ha/maj) | 102
AND/OR/NAND/NOR | 336
-- cell usage in the layout (no fill, tap or decap), types with 13 or more instances in the layout --
master,instances
a21oi_1,33
clkbuf_16,17
clkdlybuf4s50_1,13
conb_1,14
dfxtp_1,115
edfxtp_1,100
ha_1,102
inv_1,74
nand2_1,60
nand3_1,30
nand4_1,38
nor2_1,122
nor4_1,23
o21ai_0,28
xnor2_1,19
xor2_1,38
-- power groups by stage --
stage                 clock [uW]  combinational (uW)  sequential, uW
final                        407                4.00             327
after CTS                    419                4.03             327
after global routing         432                4.58             327
-- area by class of cell --
class,instances,area (um2),area share (%)
repair buffers,23,205,1.82
clock buffers,21,450,3.99
flip-flops and latches,216,5330,47.1
multi-input cells,643,4380,38.7
clock inverters,11,105,0.930
well taps,442,553,4.89
inverters,75,282,2.49
-- metrics by stage --
stage,hold slack (ns),instances,util (%),setup slack [ns]
finish,0.394,1431,34.5,10.11
global route,0.411,1431,34.5,10.04
floorplan,0.375,955,-,11.02
global placement,0.385,1399,32.8,10.54
detailed placement,0.390,1399,32.8,10.54
CTS,0.397,1431,34.5,10.08
-- Yosys cell counts, types with 2 or more instances --
library cell    n  share of area (%)
xnor2_1        19                1.7
a41oi_1         3               0.26
dfxtp_1       116                 23
or4_1           3               0.22
o21ai_0        28                1.4
and3_1          8               0.50
a2111o_1        2               0.22
or3_1           2               0.12
buf_4           6               0.45
ha_1          102                 13
a31oi_1         6               0.37
nor4b_1         2               0.17
clkbuf_1       10               0.37
buf_6           4               0.45
a21oi_1        33                1.6
o31ai_1         8               0.60
a2111oi_0       4               0.35
nand2b_1        2               0.12
and2_1          5               0.31
or2_2           2               0.12
nor3_1         12               0.60
o211ai_1        7               0.52
a21boi_0        3               0.22
nand3b_1        3               0.22
a211oi_1        5               0.37
nor2b_1         9               0.56
and4b_1         2               0.20
o21a_1          4               0.30
mux2i_1         3               0.30
and4_1          8               0.70
nor2_1        122                4.6
nand4_1        38                2.4
xor2_1         38                3.3
edfxtp_1      100                 30
inv_1          74                2.8
nand2_1        60                2.2
a21o_1          9               0.67
a22oi_1         3               0.22
nor4_1         23                1.4
nand3_1        30                1.5
a221oi_1        3               0.26
-- routing by layer --
| layer | vias up | routed length (um) |
|---|---|---|
| met5 | - | 0 |
| met4 | 0 | 185 |
| met3 | 12 | 1090 |
| met2 | 132 | 9110 |
| met1 | 3119 | 9530 |
| li1 | 3450 | - |
-- flip-flops by register name, indices dropped and copies added (netlist names), 2 cells and up --
register and flops:
cstore.pos2 2, Blue 32, led 6, freqcount.freq_counter 32, cstore.state 3, freqcount.frequency 32
Green 32, state 2, Red 32, freqcount.counter 32, cstore.pos1 2, cstore.pos3 2
-- final timing paths --
kind | to | cells past startpoint | from
min reg2reg | freqcount.pre_pre_signal | 0 | freqcount.pre_signal
min | freqcount.pre_pre_signal | 0 | freqcount.pre_signal
max reg2reg | freqcount.freq_counter[14] | 10 | freqcount.counter[10]
max | led[2] | 1 | led[2]
Power figures rest on the tool's default switching activity, not on a simulated workload.
