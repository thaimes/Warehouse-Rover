### /design/flow/run.sh
#!/bin/bash
# OpenROAD 26Q1-2900-gdf79404cd8, Yosys 0.63+post, stock flow scripts
make -C /OpenROAD-flow-scripts/flow DESIGN_CONFIG=/design/flow/config.mk WORK_HOME=/design/flow/orfs finish
### /design/flow/config.mk
export PLATFORM = sky130hd
export DESIGN_NAME = detect
export DESIGN_NICKNAME = detect
export VERILOG_FILES = /design/flow/design.v
export SDC_FILE = /design/flow/constraint.sdc
export NUM_CORES = 4
export LEC_CHECK = 1
export CORE_UTILIZATION = 40
### /design/flow/constraint.sdc
current_design detect

set clk_period 7.2
set clk_io_pct 0.2

create_clock -name clk0 -period $clk_period [get_ports {clk}]

set non_clock_inputs [all_inputs -no_clocks]
set_input_delay [expr $clk_period * $clk_io_pct] -clock clk0 $non_clock_inputs
set_output_delay [expr $clk_period * $clk_io_pct] -clock clk0 [all_outputs]
### /design/flow/design.v
`timescale 1ns / 1ps
module IR_Freq(
	input clk, isig, reset,
	output reg [31:0] frequency,
	output reg done);
	reg[31:0] counter =0;
	reg[31:0] freq_counter=0;
	reg pre_signal = 0;
	reg pre_pre_signal = 0;
	initial begin {frequency, counter,done} = 0; end
	always @ (posedge clk) begin
	if(reset) begin
	frequency = 0;
	counter=0;
	done=0;
	end
	counter=counter+1;
pre_pre_signal = pre_signal;
	pre_signal = isig;
	done=0;
	if(pre_signal != pre_pre_signal) begin
	freq_counter=freq_counter+1;end
	if(counter>=50_000_000) begin
	counter=0;
	frequency=freq_counter;
	freq_counter=0;
	done=1;
	end
	end
endmodule
`timescale 1ns / 1ps
module detect(
input clk,
input isig,
output reg IRED, 
output reg IGREEN, 
output reg IBLUE, 
output reg IWHITE
    );
   wire [31:0] freq1;
   wire done;
   reg reset=0;
    IR_Freq Freq(.clk(clk), .isig(isig), .frequency(freq1), .done(done), .reset(rst));
   reg[31:0] Redd=0;
   reg [31:0] Bluee=0;
   reg [31:0] Greenn=0;
   reg [1:0] statee=0;
   reg [1:0] detected= 0; 
   reg [1:0] sa;
   reg [1:0] sb;
initial begin
      sa=statee[1];
      sb=statee[0];
    end
     always @ (posedge done) begin
     if(!detected) begin
     case (statee)
      2'b01:begin
     Bluee=freq1;
     end
     2'b00:begin
      Redd=freq1;
      end
    2'b11: begin
       Greenn=freq1;
       end
     2'b10: begin
                if(Redd>800 & Redd<1200) begin
        IRED=1; 
        IBLUE=0; 
        IGREEN=0; 
        IWHITE=0;
        detected=1;
        #200;
        end 
        else if (Bluee>2800 & Bluee<3200) begin
        IBLUE=1; 
        IRED=0; 
        IGREEN=0; 
        IWHITE=0;
        detected=1;
        #200;
        end
        else if (Greenn >1800 & Greenn<2300) begin
        IGREEN=1; 
        IRED=0; 
        IBLUE=0; 
        IWHITE=0;
        detected=1;
        end
        else begin
        IWHITE=1; 
        IRED=0;
        IGREEN=0; 
        IBLUE=0;
         detected=0;
        end 
     end
       endcase
     end
       statee=statee+1;
      end
endmodule
==> impl_metrics.xml <==
<?xml version="1.0" encoding="UTF-8"?>
<metrics>
  <group name="global_routing">
    <metric name="met2_routing_resource_usage_after_global_routing" unit="%">21.39</metric>
    <metric name="grt_pass1_vias" unit="">4382</metric>
    <metric name="grtUsageMet3" unit="%">3.393</metric>
    <metric name="globalRouteOverflowTotal" unit="">0</metric>
    <metric name="grt_first_pass_wirelength" unit="um">21270</metric>
    <metric name="grt_antenna_before_repair" unit="">0</metric>
    <metric name="grt_util_all_layers" unit="%">13.86</metric>
    <metric name="top_usage_layer" unit="">met1</metric>
    <metric name="use_met1" unit="%">21.65</metric>
    <metric name="grt_start_max_net_pins" unit="">104</metric>
  </group>
  <group name="setup_path">
    <metric name="timing.critical_path.from_type" unit="">primary input</metric>
    <metric name="worstPathCellList" unit="">clkdlybuf4s50_1 &gt; xor2_1 &gt; nand4_1 &gt; or3_1 &gt; nor4_4 &gt; nand3_1 &gt; xor2_1 &gt; nor3_1</metric>
    <metric name="worst_path_most_repeated_cell" unit="">sky130_fd_sc_hd__xor2_1</metric>
    <metric name="crit_slowest_cell" unit="">sky130_fd_sc_hd__clkdlybuf4s50_1</metric>
    <metric name="timing.reg2reg.setup_slack" unit="ps">3740</metric>
    <metric name="critPathCaptureType" unit="">register</metric>
    <metric name="arr_time_crit_path" unit="ps">3810</metric>
    <metric name="path_class" unit="">primary input to register</metric>
    <metric name="timing.critical_path.slowest_cell_delay" unit="ps">530</metric>
    <metric name="cp_max_fo" unit="">6</metric>
    <metric name="crit_path_max_delay_family" unit="">simple AND/OR/NAND/NOR gates</metric>
    <metric name="cp.required" unit="ps">7390</metric>
    <metric name="cp_num_buf_inv" unit="">1</metric>
  </group>
  <group name="yosys">
    <metric name="enable_flop_cells" unit="">101</metric>
    <metric name="synth.largest_area_cell" unit="">sky130_fd_sc_hd__edfxtp_1</metric>
    <metric name="synthDistinctLibCells" unit="">56</metric>
    <metric name="synth-main-ff-cell" unit="">sky130_fd_sc_hd__edfxtp_1</metric>
    <metric name="syn_area_per_cell" unit="um^2">12.92</metric>
    <metric name="synth.yosys.warnings" unit="">4</metric>
    <metric name="synth_sequential_area_ratio" unit="%">63.97</metric>
    <metric name="synthCells" unit="">609</metric>
    <metric name="yosysCellCount" unit="">609</metric>
    <metric name="synth.cell_area" unit="um^2">7870</metric>
    <metric name="area_share_of_the_leading_cell_type_in_the_synthesized_netlist" unit="%">38.54</metric>
    <metric name="synthArstFlopShare" unit="%">0</metric>
    <metric name="yosys_area" unit="um^2">7870</metric>
    <metric name="synth_flops" unit="">201</metric>
    <metric name="post_synth_main_area_contributors" unit="">sky130_fd_sc_hd__edfxtp_1, sky130_fd_sc_hd__dfxtp_1, sky130_fd_sc_hd__nor3_2</metric>
  </group>
  <group name="floorplan">
    <metric name="chip_area" unit="um^2">20240</metric>
    <metric name="fp.coreArea" unit="um^2">19020</metric>
    <metric name="floorplan.die.width" unit="um">142.3</metric>
    <metric name="die_height" unit="um">142.3</metric>
    <metric name="initial_core_util" unit="%">41.38</metric>
    <metric name="io_pins" unit="">6</metric>
    <metric name="core.rowCount" unit="">50</metric>
  </group>
  <group name="drt">
    <metric name="drt_first_pass_iters" unit="">7</metric>
    <metric name="finalWirelength" unit="um">12640</metric>
    <metric name="dr_total_vias" unit="">4508</metric>
    <metric name="drt_iter0_drc" unit="">221</metric>
    <metric name="detail_route.vias_per_cell" unit="">5.134</metric>
    <metric name="route.detailed.wl_per_inst" unit="um">14.40</metric>
    <metric name="antenna-diode-count" unit="">0</metric>
    <metric name="detail_route.drc_violations" unit="">0</metric>
    <metric name="final_antenna_net_count" unit="">0</metric>
  </group>
  <group name="sta">
    <metric name="final_min_period_over_clock_period" unit="%">50.25</metric>
    <metric name="worst-slew-pin-transition" unit="ps">756.0</metric>
    <metric name="timing_max_transition_violations_final" unit="">0</metric>
    <metric name="setup_repair_after_global_routing_missed_its_margin" unit="">false</metric>
    <metric name="skew" unit="ps">9.574</metric>
    <metric name="setup_viol" unit="">0</metric>
    <metric name="finalWorstPathRequiredPeriod" unit="ps">3618</metric>
    <metric name="unclocked_pins" unit="">103</metric>
    <metric name="endpoints_left_unconstrained" unit="">208</metric>
    <metric name="finalHoldViolations" unit="">0</metric>
    <metric name="setup_total_negative_slack" unit="ps">0</metric>
    <metric name="worst_slew_margin_rel" unit="%">49.60</metric>
    <metric name="max_clock_freq" unit="MHz">276.4</metric>
  </group>
  <group name="outcome">
    <metric name="outcome" unit="">finished, final reports clean</metric>
  </group>
  <group name="power">
    <metric name="net_load_switching_power" unit="uW">226.0</metric>
    <metric name="p_int" unit="uW">872.1</metric>
    <metric name="clock_share_of_power" unit="%">47.9</metric>
    <metric name="power.ir.vdd_worst" unit="mV">0.1024</metric>
    <metric name="total_power" unit="mW">1.098</metric>
    <metric name="sequentialPowerShare" unit="%">50.8</metric>
    <metric name="power.combinational.fraction" unit="%">1.3</metric>
    <metric name="leakagePower" unit="nW">2.461</metric>
    <metric name="switching_share" unit="%">20.58</metric>
    <metric name="power_density" unit="nW/um^2">129.1</metric>
  </group>
  <group name="finish">
    <metric name="area_growth_from_synthesis_to_layout" unit="%">8.108</metric>
    <metric name="post-route-util" unit="%">44.74</metric>
    <metric name="drive_above_1_share" unit="%">14.72</metric>
  </group>
  <group name="cts">
    <metric name="postCtsHoldBufs" unit="">0</metric>
    <metric name="cts_tree" unit="">done</metric>
    <metric name="clk_transition_reported_paths" unit="ps">70</metric>
    <metric name="cts_setup_buffers" unit="">0</metric>
    <metric name="postCtsResizedCells" unit="">0</metric>
    <metric name="clk_latency" unit="ps">340</metric>
    <metric name="h-tree-depth" unit="">3</metric>
    <metric name="cts_max_path_buffers" unit="">2</metric>
    <metric name="cts_root_buffer" unit="">sky130_fd_sc_hd__clkbuf_16</metric>
    <metric name="tritoncts.num_buffers" unit="">9</metric>
  </group>
  <group name="job">
    <metric name="stage_log_warnings" unit="">30</metric>
    <metric name="cap_viol_max_count" unit="">0</metric>
  </group>
  <group name="place">
    <metric name="place.port_buffers" unit="">5</metric>
    <metric name="dp_hpwl" unit="um">8766</metric>
    <metric name="gpl.final_weighted_congestion" unit="">0.8352</metric>
  </group>
  <group name="hold_path">
    <metric name="holdCritPathClass" unit="">register to register</metric>
  </group>
</metrics>
[per-stage QoR]
stage               hold slack, ps  cell area [um^2]  setup WS, ps  std cells
floorplan                    453.0              7889          4082        614
finish                       492.6              8508          3582        878
detailed placement           484.0              8174          3261        862
global placement             479.8              8174          3325        862
CTS                          491.6              8508          3576        878
global route                 517.4              8508          3421        878
[placed cells by master (no fill, tap or decap), types with 12 or more instances in the layout]
master                       n
sky130_fd_sc_hd__nor3_2     50
sky130_fd_sc_hd__xor2_1     27
sky130_fd_sc_hd__dfxtp_1    99
sky130_fd_sc_hd__xnor2_1    32
sky130_fd_sc_hd__nor2_1     28
sky130_fd_sc_hd__a21oi_1    36
sky130_fd_sc_hd__nor4_1     21
sky130_fd_sc_hd__nand2_1    28
sky130_fd_sc_hd__nand3_1    26
sky130_fd_sc_hd__nand4_1    20
sky130_fd_sc_hd__and3_1     12
sky130_fd_sc_hd__edfxtp_1  101
[logic make-up after synthesis]
| logic type | share of synthesized area (%) |
|---|---|
| AND-OR/OR-AND | 5.167 |
| XOR/XNOR | 6.566 |
| adder cells (fa/ha/maj) | 0.9539 |
| buffers and inverters | 2.591 |
| flip-flops | 63.97 |
| multiplexers | 0.5088 |
| other | 0.04765 |
| AND/OR/NAND/NOR | 20.19 |
[registers in the layout, indices dropped and copies added (netlist names)]
name               count
Freq.pre_signal        1
IBLUE                  1
IGREEN                 1
statee                 2
IRED                   1
Redd                  32
Freq.counter          32
Freq.frequency        32
Bluee                 32
IWHITE                 1
detected               1
Greenn                32
Freq.done              1
Freq.freq_counter     32
[path summary, 6_finish.rpt]
path,from,endpoint,cells after the start
max,isig,Freq.freq_counter[26],8
min,Freq.counter[0],Freq.counter[0],1
max reg2reg,Freq.counter[0],Freq.freq_counter[26],9
min reg2reg,Freq.counter[0],Freq.counter[0],1
[cell usage after synthesis, types with 3 or more instances]
cell type	number
sky130_fd_sc_hd__xnor2_1	32
sky130_fd_sc_hd__and4_1	7
sky130_fd_sc_hd__nor3_2	50
sky130_fd_sc_hd__nor4_1	21
sky130_fd_sc_hd__or2_2	3
sky130_fd_sc_hd__nor2b_1	4
sky130_fd_sc_hd__o21ai_0	4
sky130_fd_sc_hd__nor2_1	28
sky130_fd_sc_hd__o21a_1	3
sky130_fd_sc_hd__dfxtp_1	100
sky130_fd_sc_hd__or3_1	4
sky130_fd_sc_hd__nor3_1	11
sky130_fd_sc_hd__ha_1	6
sky130_fd_sc_hd__nor4b_1	3
sky130_fd_sc_hd__buf_6	6
sky130_fd_sc_hd__a211oi_1	3
sky130_fd_sc_hd__buf_2	15
sky130_fd_sc_hd__nand4_1	20
sky130_fd_sc_hd__a21oi_1	36
sky130_fd_sc_hd__nand3_1	26
sky130_fd_sc_hd__xor2_1	27
sky130_fd_sc_hd__inv_1	11
sky130_fd_sc_hd__and3_1	12
sky130_fd_sc_hd__edfxtp_1	101
sky130_fd_sc_hd__mux2i_1	4
sky130_fd_sc_hd__nor3b_1	3
sky130_fd_sc_hd__and2_1	5
sky130_fd_sc_hd__nand2_1	29
[power by group through the flow]
stage | logic [mW] | clock network [mW] | registers (mW)
finish | 0.0141 | 0.526 | 0.558
global route | 0.0159 | 0.561 | 0.558
CTS | 0.0144 | 0.540 | 0.558
[layer usage]
metal	wire, um	share of wire [%]
met1	5985	47
met2	5938	47
met3	562	4.4
met4	158	1.2
met5	0	0
[layout make-up]
class                           count  area (um^2)
Clock buffer                        9        225.2
Clock inverter                      7        108.9
Fill cell                        1704        10510
Inverter                           11        41.29
Multi-Input combinational cell    377         2661
Sequential cell                   201         5036
Tap cell                          260        325.3
Timing Repair Buffer               13        110.1
Power and IR drop assume default switching activity.
