==> flow/design.v <==
`timescale 1ns / 1ps
module Overcurrent(
    input clk,
    input reset,
    input sens,
    output reg oc_flag
);
    reg [27:0] oc_timer;
    reg [27:0] debounce;
    initial begin
        oc_timer = 0;
        debounce = 0;
        oc_flag = 0;
    end
    always @(posedge clk) begin
           if (reset) begin
                oc_flag = 0;
                oc_timer = 0;
           end else if (oc_flag == 1) begin
                if (debounce == 27'd10_000_000) begin
                    oc_flag = 0;
                    debounce = 0;
                end
                else begin
                    oc_flag = 1;
                    debounce = debounce + 1;
                end
           end 
           else if (oc_timer == 27'd100_000_000) begin  
                if (sens == 1) begin  
                    if (debounce == 27'd10_000_000) begin  
                        if (sens == 1) begin  
                            debounce = 0;
                            oc_flag = 1;  
                        end
                    end
                    else begin
                        debounce = debounce + 1;
                    end
                end else begin 
                    oc_timer = 0;
                end
           end else begin
                oc_timer = oc_timer + 1;  
           end
       end
endmodule
==> flow/run.sh <==
#!/bin/bash
# OpenROAD 26Q1-2900-gdf79404cd8, Yosys 0.63+post, stock flow scripts
make -C /OpenROAD-flow-scripts/flow DESIGN_CONFIG=/design/flow/config.mk WORK_HOME=/design/flow/orfs finish
==> flow/config.mk <==
export PLATFORM = sky130hd
export DESIGN_NAME = Overcurrent
export DESIGN_NICKNAME = Overcurrent
export VERILOG_FILES = /design/flow/design.v
export SDC_FILE = /design/flow/constraint.sdc
export NUM_CORES = 4
export LEC_CHECK = 1
export CORE_UTILIZATION = 30
==> flow/constraint.sdc <==
current_design Overcurrent

set clk_period 4.2
set clk_io_pct 0.2

create_clock -name clk0 -period $clk_period [get_ports {clk}]

set non_clock_inputs [all_inputs -no_clocks]
set_input_delay [expr $clk_period * $clk_io_pct] -clock clk0 $non_clock_inputs
set_output_delay [expr $clk_period * $clk_io_pct] -clock clk0 [all_outputs]
==> out/qor.yml <==
outcome: "complete, no violations"
syn_inst: 312
grt-ovfl-total: 0
cp_max_fo: 20
final_area_um2: 3415
hp-class: "reg2reg"
hold_viol: 0
cellPowerDensity_nw_per_um2: 345.8
fin_ws_ps: 1424
yosysCellCount: 312
yosysUniqueCellTypes: 49
syn2layout_area_growth_pct: 13.42
yosys_most_used_dff: "dfxtp_1"
cts_setup_buffers: 0
rsz0062_at_grt: "false"
slew_viol_final: 0
drive_above_1_share_pct: 9.786
drt-total-wl_mm: 6.202
worstSetupPathType: "reg2reg"
max_slew_margin_pct: 43.24
fin_setup_tns_ps: 0
clock_latency_ps: 330
syn_avg_cell_area_um2: 9.649
cts_sinks: 57
grt_first_pass_wirelength_mm: 10.37
lay_top_count: "dfxtp_1"
ys_async_sr_fraction_pct: 0
die_area_um2: 10440
cts_root_buf: "clkbuf_8"
start_kind: "flop"
pin_count: 4
htreeDepth: 3
leakagePower_nw: 1.170
hpwl_mm: 4.065
clockBufferDepth: 2
worst-endpoint-required_ps: 4220
drt_pre_antenna_iters: 4
yosysChipArea_um2: 3010
edf_count: 28
worst_pin_slew_ps: 848.3
synth_seq_share_pct: 47.22
endpoint_kind: "flop"
place_congestion: 0.9150
final_core_util_pct: 35.10
grt_antenna_before_repair: 0
r2r_setup_slack_ps: 1420
max-cap-violations: 0
syn_area_um2: 3010
wl_per_cell_um: 13.48
min_period_over_period_pct: 66.09
core_um2: 9729
first_global_vias: 2155
drc: 0
clock_skew_ps: 8.036
cts-resized-gates: 0
fin_cells: 460
rows: 36
hold_buffers: 0
drt_iter0_markers: 83
layout_top_cells: "29 x dfxtp_1, 28 x edfxtp_1, 24 x nand3_1, 23 x nand2_1, 23 x nor2_1"
warning_count: 27
n_antenna_cell: 0
place_ws_ps: 1221
antenna_left: 0
io_buffers: 3
dp_cells: 444
cp.arrival_ps: 2790
ys_ff: 57
fp_util_pct: 30.94
vias: 2402
avgViaCountPerCell: 5.222
numCtsBuffers: 9
synth_warnings: 1
grt_max_degree: 31
finalSetupViolations: 0
fmax_mhz: 360.3
die_x_um: 102.2
place_area_um2: 3206
clk_pin_slew_ps: 70
grt_usage_pct: 12.89
ir_drop_mv: 0.1575
hold_slack_ps: 472.7
cts_tree: "done"
p_total_mw: 1.181
die_h_um: 102.2
fin_crit_ps: 2776
-- cell families after synthesis --
logic type / Yosys count / synth area share (%)
xor+xnor: 28 / 8.146
flops: 57 / 47.22
compound gates: 52 / 10.77
fa+ha+maj: 4 / 1.663
mux: 8 / 2.702
buf+inv: 20 / 3.200
simple gates: 143 / 26.31
-- registers in the layout, indices dropped and copies added (netlist names) --
| name | flops |
|---|---|
| debounce | 28 |
| oc_flag | 1 |
| oc_timer | 28 |
-- final timing paths --
kind	endpoint	cells after the start	from
worst max-delay path	debounce[27]	7	oc_timer[3]
worst min-delay path	oc_timer[21]	1	oc_timer[21]
worst max register to register	debounce[27]	7	oc_timer[3]
worst min register to register	oc_timer[21]	1	oc_timer[21]
-- metal layers --
metal | share of wire (%) | vias up | track usage [%] | wire length, um
met1 | 48 | 1141 | 19.18 | 2979
li1 | - | 1191 | - | -
met4 | 0.52 | 0 | 1.538 | 32
met5 | 0 | - | 0 | 0
met2 | 46 | 68 | 19.88 | 2867
met3 | 5.2 | 2 | 3.616 | 323
-- synthesized netlist by cell type, types with 4 or more instances --
master / number / area share [%]
dfxtp_1: 29 / 19
edfxtp_1: 28 / 28
nand3_1: 24 / 4.0
nand2_1: 23 / 2.9
nor2_1: 23 / 2.9
nand4_1: 22 / 4.6
xnor2_1: 17 / 4.9
a21oi_1: 16 / 2.7
a31oi_1: 12 / 2.5
and3_1: 11 / 2.3
xor2_1: 11 / 3.2
inv_1: 9 / 1.1
o21ai_0: 9 / 1.5
mux2i_1: 7 / 2.3
nor3_1: 6 / 1.0
nor4_1: 6 / 1.2
and2_1: 5 / 1.0
buf_2: 4 / 0.67
ha_1: 4 / 1.7
nand2b_1: 4 / 0.83
-- layout make-up --
class | count | area (um2)
Clock buffer | 9 | 123.9
Fill cell | 1013 | 6315
Multi-Input combinational cell | 235 | 1504
Clock inverter | 7 | 85.08
Timing Repair Buffer | 9 | 75.07
Sequential cell | 57 | 1421
Inverter | 10 | 38.79
Tap cell | 133 | 166.4
-- where the power goes --
| group | switching [mW] | internal [mW] |
|---|---|---|
| Sequential | 0.00866 | 0.584 |
| Clock | 0.218 | 0.328 |
| Combinational | 0.0245 | 0.0172 |
-- critical path: stages (launching register included) --
cell and delay [ps]:
dfxtp_1 360, or4_4 560, nor4_4 430, and3_4 260, o21ai_2 50, buf_4 200, clkinv_2 250, buf_4 340
Power and IR drop assume default switching activity.
